File: design/flow/run.sh
#!/bin/bash
# OpenROAD 26Q1-2900-gdf79404cd8, Yosys 0.63+post, stock flow scripts
make -C /OpenROAD-flow-scripts/flow DESIGN_CONFIG=/design/flow/config.mk WORK_HOME=/design/flow/orfs finish
File: design/flow/config.mk
export PLATFORM = sky130hd
export DESIGN_NAME = axi_fpgaware_ver_id
export DESIGN_NICKNAME = axi_fpgaware_ver_id
export VERILOG_FILES = /design/flow/design.v
export SDC_FILE = /design/flow/constraint.sdc
export NUM_CORES = 4
export LEC_CHECK = 1
export CORE_AREA = 10 10 84 84
export DIE_AREA = 0 0 94 94
File: design/flow/constraint.sdc
current_design axi_fpgaware_ver_id

set clk_period 1.6
set clk_io_pct 0.2

create_clock -name clk0 -period $clk_period [get_ports {s_axi_aclk}]

set non_clock_inputs [all_inputs -no_clocks]
set_input_delay [expr $clk_period * $clk_io_pct] -clock clk0 $non_clock_inputs
set_output_delay [expr $clk_period * $clk_io_pct] -clock clk0 [all_outputs]
File: design/flow/design.v
`timescale 1ns/100ps
module axi_fpgaware_ver_id
#(
    parameter ID          = 32'h00000000,
    parameter ADDR_WIDTH  = 32,
    parameter DATA_WIDTH  = 32,
    parameter WSTRB_WIDTH = DATA_WIDTH/8
)
(
    input  wire                   s_axi_aclk,
    input  wire                   s_axi_aresetn,
    input  wire                   s_axi_awvalid,
    input  wire [ ADDR_WIDTH-1:0] s_axi_awaddr,
    output wire                   s_axi_awready,
    input  wire                   s_axi_wvalid,
    input  wire [ DATA_WIDTH-1:0] s_axi_wdata,
    input  wire [WSTRB_WIDTH-1:0] s_axi_wstrb,
    output wire                   s_axi_wready,
    output wire                   s_axi_bvalid,
    output wire [            1:0] s_axi_bresp,
    input  wire                   s_axi_bready,
    input  wire                   s_axi_arvalid,
    input  wire [ ADDR_WIDTH-1:0] s_axi_araddr,
    output reg                    s_axi_arready,
    output wire                   s_axi_rvalid,
    output wire [ DATA_WIDTH-1:0] s_axi_rdata,
    output wire [            1:0] s_axi_rresp,
    input  wire                   s_axi_rready,
    input  wire                   i_set_external_value,
    input  wire [ DATA_WIDTH-1:0] i_external_value
);
    parameter [3:0] S_IDLE           = 0,
                    S_GET_RADDR      = 1,
                    S_CHECK_ADDR     = 2,
                    S_WAIT_READY_ID  = 3,
                    S_WAIT_READY_ERR = 4,
                    S_SEND_ID        = 5,
                    S_SEND_ERR       = 6;
    reg [ADDR_WIDTH-1:0] buffer_raddr;
    reg [           3:0] state;
    assign s_axi_awready = 1'b0;
    assign s_axi_wready  = 1'b0;
    assign s_axi_bvalid  = 1'b0;
    assign s_axi_bresp   = 2'b00;
    always@(posedge s_axi_aclk) begin
        if (!s_axi_aresetn) begin
            state <= S_IDLE;
        end else begin
            case (state)
                S_IDLE: begin
                    if (s_axi_arvalid) begin
                        state <= S_GET_RADDR;
                    end
                end
                S_GET_RADDR: begin
                    state <= S_CHECK_ADDR;
                end
                S_CHECK_ADDR: begin
                    if (buffer_raddr[7:0] == 8'h00) begin
                        state <= S_WAIT_READY_ID;
                    end else begin
                        state <= S_WAIT_READY_ERR;
                    end
                end
                S_WAIT_READY_ID: begin
                    if (s_axi_rready) begin
                        state <= S_SEND_ID;
                    end
                end
                S_SEND_ID: begin
                    state <= S_IDLE;
                end
                S_WAIT_READY_ERR: begin
                    if (s_axi_rready) begin
                        state <= S_SEND_ERR;
                    end
                end
                S_SEND_ERR: begin
                    state <= S_IDLE;
                end
            endcase
        end
    end
    always@(posedge s_axi_aclk) begin
        if (!s_axi_aresetn) begin
            buffer_raddr <= 'b0;
        end else if (state == S_GET_RADDR) begin
            buffer_raddr <= s_axi_araddr;
        end
    end
    always@(posedge s_axi_aclk) begin
        if (state == S_GET_RADDR) begin
            s_axi_arready <= 1'b1;
        end else begin
            s_axi_arready <= 1'b0;
        end
    end
    assign s_axi_rvalid = (state == S_WAIT_READY_ID | state == S_WAIT_READY_ERR) ? 1'b1 : 1'b0;
    assign s_axi_rdata  = (state == S_WAIT_READY_ID & i_set_external_value) ? i_external_value : ID;
    assign s_axi_rresp  = (state == S_WAIT_READY_ERR) ? 2'b01 : 2'b00;
endmodule
==> out/metrics.cfg <==
[synthesis]
synth_top_area_share_pct = 37.9
synth_area_per_cell_um2 = 8.80
area_leaders = dfxtp_1 38%, and3_1 26%, mux2i_1 9.5%, nor2b_1 6.7%, buf_4 6.2%
ys_seq_share_pct = 37.9
common_cells = 35 x and3_1, 16 x dfxtp_1, 9 x nor2b_1
synth_cells = 96
ys_seq_elements = 16
ys.warnings.count = 1
ys_async_sr_fraction_pct = 0
edf_count = 0
yosys_area_um2 = 845
most_common_cell = and3_1
synth_top_flop_cell = dfxtp_1
syn_area_um2 = 845
ys_cells = 96
yosys.area.top_type = dfxtp_1
yosysUniqueCellTypes = 17

[clock_tree]
cts_buffer_depth = 2
clk_pin_slew_ns = 0.06
clock-sinks = 16
htreeDepth = 1
numCtsBuffers = 3
tritoncts = built
clock_latency_ns = 0.24
cts_root_buffer = clkbuf_8
cts.hold.buffers_added = 0

[drt]
drt_iter0_drc = 21
dr_total_vias = 926
via_per_inst = 3.76
drc = 0
wire_per_inst_um = 13.5
antennaDiodeCount = 0
ant_nets = 0
wirelength_mm = 3.33
dr.pass1.iters = 2

[job]
maxCapViolCount = 0
warning_count = 122

[floorplan]
die_h_um = 94
chip_area_um2 = 8840
die_x_um = 94
ios = 181
fp_util_pct = 16.2
core_area_um2 = 5200
rows = 26

[placement]
placed_area_um2 = 1700
dp_hpwl_mm = 2.68
placed_cells = 239
routabilityCongestion = 0.762
numPortBuffers = 79
pre_cts_ws_ns = -0.357

[sta]
fin_ws_ns = -0.119
finalMaxSlewViolations = 0
hold_viol = 0
setup_violations = 17
period_used_pct = 107
setup_tns_ns = -1.75
rsz0062_at_grt = yes
timing.fmax_mhz = 582
tightest_slew_ns = 0.508
slew_headroom_pct = 66.1
finClkSkew_ns = 0.000181
min_period_ns = 1.72

[global_route]
grt_pass1_vias = 941
antenna_found_initial = 0
grtUsageTotal_pct = 6.86
grt_max_degree = 17
overflow = 0
grt_pass1_wl_mm = 4.97

[layout]
stdcell_count = 246
seq_area_um2 = 324
final_area_um2 = 1810
syn_to_final_growth_pct = 115
n_fill_cell = 546
drive_above_1_share_pct = 9.66
final-comb-area_um2 = 459

[power_and_ir_drop]
ir_drop_v = 0.000346
p_per_area_nw_per_um2 = 539
p_leak_nw = 0.969
p_total_w = 0.000976

[worst_setup_path]
start_kind = flip-flop
endpoint_kind = primary output
cpLargestDelayFamily = buffers and inverters
crit_fanout = 16
crit_type = reg -> out
max_stage_delay_ns = 0.47
crit_arrival_ns = 1.40
worstPathRequired_ns = 1.28
cp_slowest_cell = clkdlybuf4s50_1
cp_cell_sequence = buf_12 -> and3_1 -> clkdlybuf4s50_1
cp_num_buf_inv = 2

[run_status]
violations = negative setup slack
status = finished, violations left

[worst_hold_path]
hp-class = reg -> reg

-- flip-flops by register name, indices dropped and copies added (netlist names) --
register / flops
buffer_raddr: 8
state: 7
s_axi_arready: 1
-- cell families (layout without fill, tap and decap cells) --
kind of cell / after synthesis / after routing / share of synthesized area (%)
other: 1 / 6 / 0.444
buffers and inverters: 15 / 90 / 9.93
AOI/OAI and AO/OA: 2 / 2 / 2.07
DFF: 16 / 16 / 37.9
and+or+nand+nor: 54 / 54 / 40.1
muxes: 8 / 8 / 9.48
-- through the flow --
stage          utilization (%)  hold slack [ns]
3_5_place_dp              32.7            0.423
6_report                  34.8            0.432
5_1_grt                   34.8            0.472
4_1_cts                   34.6            0.439
3_3_place_gp              32.7            0.413
2_1_floorplan                -            0.326
-- area by class of cell --
class	instances	area share [%]
Clock buffer	4	3.04
Tap cell	70	4.83
Multi-Input combinational cell	70	25.3
Timing Repair Buffer	86	48.9
Sequential cell	16	17.9
-- repair_timing --
| action | in CTS | in global routing |
|---|---|---|
| resized | 18 | 8 |
| pin swaps | 2 | 0 |
| setup endpoints to repair | 33 | 25 |
| cloned | 2 | 0 |
| setup buffers | 1 | 0 |
-- metal layers --
metal / vias up / part of all wire, % / global-route usage [%]
met5: - / 0 / 0
met4: 0 / 0.66 / 0.633
met3: 2 / 7.3 / 2.18
met2: 41 / 46 / 11.1
met1: 404 / 46 / 9.10
li1: 479 / - / -
-- power breakdown --
part	switching [W]	leakage [nW]	internal, W
combinational	0.0000515	0.809	0.000149
sequential	0.0000155	0.131	0.000414
clock	0.000128	0.0288	0.000218
-- placed cells by master, fill, tap and decap left out --
cell type / n
a32o_2: 1
clkdlybuf4s15_1: 1
nor2b_1: 9
nor2_1: 1
nand2_1: 3
and2_1: 1
buf_12: 1
nand2b_1: 1
clkbuf_2: 1
and3_1: 35
clkbuf_8: 4
dlygate4sd2_1: 8
or2_2: 1
mux2i_1: 8
dlymetal6s2s_1: 7
buf_16: 1
o22ai_1: 1
clkdlybuf4s50_1: 62
dfxtp_4: 1
dfxtp_1: 15
conb_1: 6
buf_4: 3
nor4_2: 2
nand3_1: 1
buf_6: 2
-- worst register-to-register path: stages, from the launching register on --
cell and delay [ns]:
dfxtp_1 0.32, nor4_2 0.28, nand2_1 0.12, a32o_2 0.27
-- final timing paths --
kind	startpoint	to	slack [ns]	cells past startpoint
setup reg to reg	buffer_raddr[6]$_SDFFE_PN0P_	state[1]$_DFF_P_	0.51	3
hold / removal	state[3]$_DFF_P_	state[0]$_DFF_P_	0.43	2
setup / recovery	state[6]$_DFF_P_	s_axi_rdata[4]	-0.12	3
hold reg to reg	state[3]$_DFF_P_	state[0]$_DFF_P_	0.43	2
Power is estimated from default activity; no workload was simulated.
